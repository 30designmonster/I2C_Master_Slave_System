**design.v**
```verilog
module i2c_slave(
    input  logic        clk,
    input  logic        rst,
    input  logic        scl,                 
    inout  wire         sda,                 
    input  logic [6:0]  my_address,          
    input  logic [7:0]  tx_data,             
    output logic [7:0]  rx_data,             
    output logic        data_valid,          
    output logic        read_request         
);
    logic sda_oe;
    logic sda_in;
    logic sda_out;
    logic [2:0] scl_sync;
    logic scl_rising, scl_falling;
    logic [2:0] sda_sync;
    logic sda_rising, sda_falling;
    typedef enum logic[2:0] {
        IDLE         = 3'b000,
        ADDR_RX      = 3'b001,
        ACK_ADDR     = 3'b010,
        DATA_RX      = 3'b011,
        DATA_TX      = 3'b100,
        ACK_TX       = 3'b101,
        ACK_RX       = 3'b110
    } slave_state_t;
    slave_state_t state, next_state;
    logic [7:0] addr_shift_reg;
    logic [7:0] data_shift_reg;
    logic [2:0] bit_counter;
    logic address_match;
    logic rw_bit_received;
    logic start_detected, stop_detected;
    always @(posedge clk) begin
        if (rst) begin
            scl_sync <= 3'b111;
            sda_sync <= 3'b111;
        end else begin
            scl_sync <= {scl_sync[1:0], scl};
            sda_sync <= {sda_sync[1:0], sda_in};
        end
    end
    assign scl_rising  = (scl_sync[2:1] == 2'b01);
    assign scl_falling = (scl_sync[2:1] == 2'b10);
    assign sda_rising  = (sda_sync[2:1] == 2'b01);
    assign sda_falling = (sda_sync[2:1] == 2'b10);
    always @(posedge clk) begin
        if (rst) begin
            start_detected <= 0;
            stop_detected <= 0;
        end else begin
            start_detected <= sda_falling & scl_sync[1];
            stop_detected <= sda_rising & scl_sync[1];
        end
    end
    always @(posedge clk) begin
        if (rst || stop_detected) begin
            state <= IDLE;
        end else begin
            state <= next_state;
        end
    end
    always_comb begin
        next_state = state;
        case (state)
            IDLE: begin
                if (start_detected) begin
                    next_state = ADDR_RX;
                end
            end
            ADDR_RX: begin
                if (bit_counter == 7 && scl_falling) begin
                    next_state = ACK_ADDR;
                end
            end
            ACK_ADDR: begin
                if (scl_falling) begin
                    if (address_match) begin
                        if (rw_bit_received) begin
                            next_state = DATA_TX;   
                        end else begin
                            next_state = DATA_RX;   
                        end
                    end else begin
                        next_state = IDLE;   
                    end
                end
            end
            DATA_RX: begin
                if (bit_counter == 7 && scl_falling) begin
                    next_state = ACK_TX;
                end
            end
            DATA_TX: begin
                if (bit_counter == 7 && scl_falling) begin
                    next_state = ACK_RX;
                end
            end
            ACK_TX: begin
                if (scl_falling) begin
                    next_state = IDLE;   
                end
            end
            ACK_RX: begin
                if (scl_falling) begin
                    next_state = IDLE;   
                end
            end
        endcase
    end
    always @(posedge clk) begin
        if (rst || start_detected) begin
            bit_counter <= 0;
            addr_shift_reg <= 0;
            data_shift_reg <= 0;
            address_match <= 0;
            rw_bit_received <= 0;
            data_valid <= 0;
            read_request <= 0;
        end else begin
            case (state)
                ADDR_RX: begin
                    if (scl_rising) begin
                        addr_shift_reg <= {addr_shift_reg[6:0], sda_in};
                        bit_counter <= bit_counter + 1;
                        if (bit_counter == 7) begin
                            address_match <= (addr_shift_reg[7:1] == my_address);
                            rw_bit_received <= addr_shift_reg[0];
                            if (addr_shift_reg[0]) read_request <= 1;
                        end
                    end
                end
                DATA_RX: begin
                    if (scl_rising) begin
                        data_shift_reg <= {data_shift_reg[6:0], sda_in};
                        bit_counter <= bit_counter + 1;
                        if (bit_counter == 7) begin
                            rx_data <= {data_shift_reg[6:0], sda_in};
                            data_valid <= 1;
                        end
                    end
                end
                DATA_TX: begin
                    if (bit_counter == 0 && state != ACK_ADDR) begin
                        data_shift_reg <= tx_data;   
                    end
                    if (scl_falling) begin
                        data_shift_reg <= {data_shift_reg[6:0], 1'b0};
                        bit_counter <= bit_counter + 1;
                    end
                end
                default: begin
                    bit_counter <= 0;
                    data_valid <= 0;
                end
            endcase
        end
    end
    always @(posedge clk) begin
        if (rst) begin
            sda_oe <= 0;
        end else begin
            case (state)
                ACK_ADDR: begin
                    if (address_match) begin
                        sda_oe <= 1;   
                    end else begin
                        sda_oe <= 0;   
                    end
                end
                DATA_TX: begin
                    sda_oe <= ~data_shift_reg[7];   
                end
                ACK_TX: begin
                    sda_oe <= 1;   
                end
                default: begin
                    sda_oe <= 0;   
                end
            endcase
        end
    end
    assign sda = sda_oe ? 1'b0 : 1'bz;
    assign sda_in = sda;
endmodule
```
**run.sh**
```bash
#!/bin/bash
# OpenROAD 26Q1-2900-gdf79404cd8, Yosys 0.63+post, stock flow scripts
make -C /OpenROAD-flow-scripts/flow DESIGN_CONFIG=/design/flow/config.mk WORK_HOME=/design/flow/orfs finish
```
**config.mk**
```make
export PLATFORM = sky130hd
export DESIGN_NAME = i2c_slave
export DESIGN_NICKNAME = i2c_slave
export VERILOG_FILES = /design/flow/design.v
export SDC_FILE = /design/flow/constraint.sdc
export NUM_CORES = 4
export LEC_CHECK = 1
export CORE_AREA = 10 10 98 98
export DIE_AREA = 0 0 108 108
```
**constraint.sdc**
```tcl
current_design i2c_slave

set clk_period 3.3
set clk_io_pct 0.2

create_clock -name clk0 -period $clk_period [get_ports {clk}]

set non_clock_inputs [all_inputs -no_clocks]
set_input_delay [expr $clk_period * $clk_io_pct] -clock clk0 $non_clock_inputs
set_output_delay [expr $clk_period * $clk_io_pct] -clock clk0 [all_outputs]
```
==> results_tabular.tex <==
% Generated from flow reports
\begin{tabular}{lr}
\hline
Metric & Value \\
\hline
\multicolumn{2}{l}{\textbf{Die}} \\
\quad Core box area & 7650 um\^{}2 \\
\quad Chip Footprint & roughly 12000 um\^{}2 \\
\quad Die X-Extent & 108 um \\
\quad I/O pins & 29 \\
\quad Initial core utilization & 18.5\% \\
\quad Row Count & 32 \\
\quad Die height & 108 um \\
\multicolumn{2}{l}{\textbf{Final timing}} \\
\quad Final Max Tran Viols & 0 \\
\quad Final TNS setup & 0 ns \\
\quad Peak clock frequency supported by timing & 0.486 GHz \\
\quad Final worst clock skew & 0.00949 ns \\
\quad Worst max-slew margin expressed relative to the limit & 60.2\% \\
\quad Min cycle time layout & 2.06 ns \\
\quad Number of failing setup endpoints in the final timing report & 0 \\
\quad Number of endpoints with negative hold slack in the final report & 0 \\
\quad Least-Margin Pin Slew & 0.597 ns \\
\quad Unrepaired setup endpoints after global routing & false \\
\quad Final period util & 62.4\% \\
\multicolumn{2}{l}{\textbf{Synth}} \\
\quad Area reported by Yosys stat & 1410 um\^{}2 \\
\quad Number of distinct standard cells referenced by the synthesized netlist & 35 \\
\quad Flip-flop and latch count after synthesis & 34 \\
\quad Number of warnings reported in the yosys synthesis log & 2 \\
\quad Async SR Flop Fraction & 0\% \\
\quad Synthesized cell area & 1410 um\^{}2 \\
\quad Yosys Instances & between 100 and 150 \\
\quad Dominant Register Cell & sky130\_fd\_sc\_hd\_\_dfxtp\_1 \\
\quad Sequential-to-total area share from yosys stat & between 50\% and 60\% \\
\quad Number of instances in the synthesized netlist & 145 \\
\quad Post-synth EDFFs & 7 \\
\quad Mean cell area of the mapped netlist & 9.73 um\^{}2 \\
\multicolumn{2}{l}{\textbf{Global route}} \\
\quad Initial antenna violation count & 0 \\
\quad All-Layer GR Usage & under 10\% \\
\quad Largest net degree at the start of global routing & 20 \\
\quad Residual overflow from global routing & 0 \\
\quad Wire length of the first global-routing pass & 5040 um \\
\quad Number of global-route vias before repair & 1050 \\
\multicolumn{2}{l}{\textbf{Placed design}} \\
\quad Gp weighted congestion & 0.783 \\
\quad Cell area reported after detailed placement & 1740 um\^{}2 \\
\quad Dpl hpwl & 2140 um \\
\quad Input/output buffers & 24 \\
\multicolumn{2}{l}{\textbf{Critical path}} \\
\quad Type of the setup path with the least slack & in -> reg \\
\quad Type of element launching the critical path & input port \\
\quad Endpoint of the most critical register-to-register path & data\_shift\_reg[4]\$\_SDFFE\_PP0P\_ \\
\quad Endpoint class of the critical path & register \\
\quad Library cell appearing most often on the critical path & sky130\_fd\_sc\_hd\_\_nor2\_1 \\
\quad Cell family contributing the most delay on the critical path & simple AND/OR/NAND/NOR gates \\
\quad Data required time of the critical path & 3.22 ns \\
\quad FF-to-FF path depth & 4 \\
\quad Ordered list of cells on the worst path & clkdlybuf4s50\_1 -> nor2\_1 -> nand2\_1 -> nor2\_1 \\
\quad Crit path buffers/inverters & 1 \\
\quad Biggest cell delay along the critical path & 0.58 ns \\
\quad WP data arrival & 1.97 ns \\
\quad Slowest stage cell on the critical path & sky130\_fd\_sc\_hd\_\_clkdlybuf4s50\_1 \\
\quad Reg2reg setup slack & 1.45 ns \\
\quad Start of the worst register-to-register path & state[1]\$\_DFF\_P\_ \\
\quad Worst-path maximum fanout & 12 \\
\multicolumn{2}{l}{\textbf{Clocking}} \\
\quad Count of H-tree levels built during CTS & 2 \\
\quad Number of cells upsized or downsized after cts & 0 \\
\quad Number of buffers inserted by post-CTS setup repair & 0 \\
\quad TritonCTS clock tree & yes \\
\quad Clock latency on the worst-skew pair & 0.28 ns \\
\quad Clock-pin slew on the worst setup and hold paths & 0.06 ns \\
\quad Clock Tree Root & sky130\_fd\_sc\_hd\_\_clkbuf\_8 \\
\quad Number of buffers inserted during clock tree synthesis & 5 \\
\quad Hold-fix buffer count after cts & 0 \\
\quad Max clock buf depth & 2 \\
\quad Number of clock sinks & 34 \\
\multicolumn{2}{l}{\textbf{Layout}} \\
\quad Cell area after layout & 1840 um\^{}2 \\
\quad Share of post-route cells with drive strength above 1 & 9.41\% \\
\quad Area growth syn-to-layout & 30.7\% \\
\quad Core utilization of the finished layout & 24.1\% \\
\multicolumn{2}{l}{\textbf{Hold path}} \\
\quad Class of the tightest hold or removal check & reg -> reg \\
\quad Cell depth of the worst hold path & 1 \\
\quad Worst hold endpoint & scl\_sync[1]\$\_SDFF\_PP1\_ \\
\quad Launch instance of the worst min-delay path & scl\_sync[0]\$\_SDFF\_PP1\_ \\
\multicolumn{2}{l}{\textbf{Power}} \\
\quad Worst VDD drop & 0.144 mV \\
\quad Areal power density over the cells & around 450 nW/um\^{}2 \\
\quad Cell leakage power & approximately 0.65 nW \\
\multicolumn{2}{l}{\textbf{Route}} \\
\quad Starting DRC count in detailed routing & between 50 and 60 \\
\quad Avg WL per Cell & roughly 11 um \\
\quad Number of search-and-repair iterations in the first detailed-routing pass & 4 \\
\quad Remaining design rule violation count & 0 \\
\quad Via count of the routed design & $\sim$1100 \\
\quad Mean number of vias per cell & 4.01 \\
\quad Post-DRT Antenna Nets & 0 \\
\quad Total Wirelength & 2990 um \\
\quad ANT cells & 0 \\
\multicolumn{2}{l}{\textbf{Run}} \\
\quad Max-cap violations & 0 \\
\quad Tool Warnings & 27 \\
\multicolumn{2}{l}{\textbf{Status}} \\
\quad Outcome & completed \\
\hline
\end{tabular}
## per-layer routing
layer  vias up  part of all wire [%]  track usage [%]
li1        571                     -                -
met1       488                    50             7.49
met2        31                    41             7.33
met3         0                   8.9             2.29
met4         0                     0            0.668
met5         -                     0                0
## Yosys cell counts (4+ instances only)
library cell               number  area, um^2
sky130_fd_sc_hd__a221oi_1       6        52.6
sky130_fd_sc_hd__nand3_1        7        35.0
sky130_fd_sc_hd__inv_1          4        15.0
sky130_fd_sc_hd__and3_1         7        43.8
sky130_fd_sc_hd__edfxtp_1       7         210
sky130_fd_sc_hd__nor2_1        11        41.3
sky130_fd_sc_hd__or2_2          8        50.1
sky130_fd_sc_hd__nand2_1        8        30.0
sky130_fd_sc_hd__a21oi_1        8        40.0
sky130_fd_sc_hd__dfxtp_1       27         541
sky130_fd_sc_hd__nor3_1        13        65.1
## cell families after synthesis
| group | synth area share, % |
|---|---|
| flops | 53.2 |
| other cells | 0.266 |
| simple gates | 24.1 |
| compound gates | 15.0 |
| buf+inv | 4.79 |
| fa+ha+maj | 2.66 |
## power breakdown
group | total, W | switching [W] | leakage [nW] | internal, W
clock | 0.000360 | 0.000138 | 0.0528 | 0.000223
sequential | 0.000432 | 0.00000395 | 0.275 | 0.000428
combinational | 0.0000413 | 0.0000169 | 0.325 | 0.0000244
## through the flow
| step | cells | setup slack (ns) | power, W | hold WS [ns] |
|---|---|---|---|---|
| floorplan | 147 | 1.60 | 0.000461 | 0.389 |
| global placement | 264 | 0.916 | 0.000483 | 0.392 |
| detailed placement | 264 | 0.911 | 0.000482 | 0.393 |
| CTS | 272 | 1.22 | 0.000849 | 0.409 |
| global route | 272 | 1.03 | 0.000870 | 0.425 |
| finish | 272 | 1.24 | 0.000833 | 0.407 |
## worst max path at each step
stage                 start                    to  slack [ns]  depth (start not counted)
after CTS               rst  rx_data[7]$_DFFE_PP_        1.22                          4
final                   rst  rx_data[7]$_DFFE_PP_        1.24                          4
after global routing    rst  rx_data[5]$_DFFE_PP_        1.03                          4
## area by class of cell
class | instances | area [um^2]
clock buffers | 6 | 72.6
multi-input cells | 99 | 601
fillers | 821 | 5800
repair buffers | 24 | 240
well taps | 102 | 128
inverters | 5 | 18.8
clock inverters | 2 | 33.8
flip-flops and latches | 34 | 751
## cell usage in the layout, fill, tap and decap left out, types with 2 or more instances in the layout
cell type                         count
sky130_fd_sc_hd__nor3_1              13
sky130_fd_sc_hd__nor2_1              11
sky130_fd_sc_hd__clkinv_1             2
sky130_fd_sc_hd__a211oi_1             2
sky130_fd_sc_hd__a21oi_1              8
sky130_fd_sc_hd__clkdlybuf4s50_1     24
sky130_fd_sc_hd__a221oi_1             6
sky130_fd_sc_hd__a211o_1              2
sky130_fd_sc_hd__nor4bb_1             2
sky130_fd_sc_hd__nand2b_1             3
sky130_fd_sc_hd__or2_2                8
sky130_fd_sc_hd__ha_1                 3
sky130_fd_sc_hd__inv_1                4
sky130_fd_sc_hd__clkbuf_8             5
sky130_fd_sc_hd__edfxtp_1             7
sky130_fd_sc_hd__conb_1               3
sky130_fd_sc_hd__nand3_1              7
sky130_fd_sc_hd__o211ai_1             3
sky130_fd_sc_hd__dfxtp_1             27
sky130_fd_sc_hd__and3_1               7
sky130_fd_sc_hd__nand2_1              8
Power is estimated from default activity; no workload was simulated.
