--- ./constraint.sdc ---
current_design i2c_master

set clk_period 1.9
set clk_io_pct 0.2

create_clock -name clk0 -period $clk_period [get_ports {clk}]

set non_clock_inputs [all_inputs -no_clocks]
set_input_delay [expr $clk_period * $clk_io_pct] -clock clk0 $non_clock_inputs
set_output_delay [expr $clk_period * $clk_io_pct] -clock clk0 [all_outputs]
--- ./config.mk ---
export PLATFORM = sky130hd
export DESIGN_NAME = i2c_master
export DESIGN_NICKNAME = i2c_master
export VERILOG_FILES = /design/flow/design.v
export SDC_FILE = /design/flow/constraint.sdc
export NUM_CORES = 4
export LEC_CHECK = 1
export CORE_AREA = 10 10 86 86
export DIE_AREA = 0 0 96 96
--- ./design.v ---
module i2c_master(
    input  logic        clk,
    input  logic        rst,
    input  logic        start_transaction,   
    input  logic [7:0]  addr_rw,            
    input  logic [7:0]  tx_data,             
    output logic [7:0]  rx_data,             
    output logic        transaction_done,     
    output logic        error,               
    inout  wire         sda,                 
    output logic        scl                  
);
    logic sclk_internal;
    logic sda_oe;        
    logic sda_in;
    typedef enum logic[2:0] {
        IDLE     = 3'b000,
        START    = 3'b001,
        ADDR     = 3'b010,
        ACK_ADDR = 3'b011,
        DATA     = 3'b100,
        ACK_DATA = 3'b101,
        STOP     = 3'b110
    } state_t;
    state_t cur_state, next_state;
    logic [2:0] bit_counter;         
    logic [7:0] shift_reg_tx;        
    logic [7:0] shift_reg_rx;        
    logic [7:0] address_byte;        
    logic       rw_bit;              
    logic [7:0] clk_counter;
    logic [1:0] scl_quarter;         
    logic quarter_tick;
    parameter CLK_DIV = 100;         
    logic start_condition_done;
    logic stop_condition_done;
    logic ack_received;
    logic byte_complete;
    always @(posedge clk) begin
        if (rst) begin
            clk_counter <= 0;
            scl_quarter <= 0;
            quarter_tick <= 0;
        end else if (cur_state != IDLE) begin   
            if (clk_counter == (CLK_DIV/4)-1) begin
                clk_counter <= 0;
                scl_quarter <= scl_quarter + 1;
                quarter_tick <= 1;
            end else begin
                clk_counter <= clk_counter + 1;
                quarter_tick <= 0;
            end
        end else begin
            quarter_tick <= 0;
            scl_quarter <= 0;
            clk_counter <= 0;
        end
    end
    always @(posedge clk) begin
        if (rst) begin
            sclk_internal <= 1;   
        end else begin
            case (scl_quarter)
                2'b00: sclk_internal <= 0;   
                2'b01: sclk_internal <= 1;   
                2'b10: sclk_internal <= 1;   
                2'b11: sclk_internal <= 0;   
            endcase
        end
    end
    assign scl = (cur_state == IDLE) ? 1'b1 : sclk_internal;
    always @(posedge clk) begin
        if (rst) begin
            cur_state <= IDLE;
        end else begin
            cur_state <= next_state;
        end
    end
    always @(posedge clk) begin
        if (rst) begin
            bit_counter <= 0;
            byte_complete <= 0;
        end else begin
            case (cur_state)
                ADDR, DATA: begin
                    if (quarter_tick && scl_quarter == 2'b11) begin   
                        if (bit_counter == 7) begin
                            bit_counter <= 0;
                            byte_complete <= 1;
                        end else begin
                            bit_counter <= bit_counter + 1;
                            byte_complete <= 0;
                        end
                    end else begin
                        byte_complete <= 0;
                    end
                end
                default: begin
                    bit_counter <= 0;
                    byte_complete <= 0;
                end
            endcase
        end
    end
    always @(posedge clk) begin
        if (rst) begin
            shift_reg_tx <= 0;
            shift_reg_rx <= 0;
            address_byte <= 0;
        end else begin
            case (cur_state)
                IDLE: begin
                    if (start_transaction) begin
                        address_byte <= addr_rw;            
                        rw_bit <= addr_rw[0];               
                        shift_reg_tx <= tx_data;            
                    end
                end
                ADDR: begin
                    if (quarter_tick && scl_quarter == 2'b11) begin   
                        address_byte <= {address_byte[6:0], 1'b0};     
                    end
                end
                DATA: begin
                    if (quarter_tick && scl_quarter == 2'b11) begin   
                        if (rw_bit == 0) begin   
                            shift_reg_tx <= {shift_reg_tx[6:0], 1'b0};    
                        end
                    end
                    if (quarter_tick && scl_quarter == 2'b01) begin   
                        if (rw_bit == 1) begin   
                            shift_reg_rx <= {shift_reg_rx[6:0], sda_in};  
                        end
                    end
                end
            endcase
        end
    end
    always_comb begin
        next_state = cur_state;   
        case (cur_state)
            IDLE: begin
                if (!rst && start_transaction) begin
                    next_state = START;
                end
            end
            START: begin
                if (start_condition_done) begin
                    next_state = ADDR;
                end
            end
            ADDR: begin
                if (byte_complete) begin
                    next_state = ACK_ADDR;
                end
            end
            ACK_ADDR: begin
                if (quarter_tick && scl_quarter == 2'b10) begin   
                    if (ack_received) begin
                        next_state = DATA;
                    end else begin
                        next_state = STOP;   
                    end
                end
            end
            DATA: begin
                if (byte_complete) begin
                    next_state = ACK_DATA;
                end
            end
            ACK_DATA: begin
                if (quarter_tick && scl_quarter == 2'b10) begin   
                    next_state = STOP;   
                end
            end
            STOP: begin
                if (stop_condition_done) begin
                    next_state = IDLE;
                end
            end
            default: next_state = IDLE;
        endcase
    end
    always @(posedge clk) begin
        if (rst) begin
            sda_oe <= 0;
            start_condition_done <= 0;
            stop_condition_done <= 0;
            ack_received <= 0;
            transaction_done <= 0;
            error <= 0;
        end else begin
            case (cur_state)
                IDLE: begin
                    sda_oe <= 0;   
                    transaction_done <= 0;
                    start_condition_done <= 0;
                    stop_condition_done <= 0;
                    error <= 0;
                end
                START: begin
                    if (quarter_tick) begin
                        case (scl_quarter)
                            2'b00: sda_oe <= 0;   
                            2'b01: sda_oe <= 0;   
                            2'b10: sda_oe <= 1;   
                            2'b11: begin
                                sda_oe <= 1;      
                                start_condition_done <= 1;
                            end
                        endcase
                    end
                end
                ADDR: begin
                    start_condition_done <= 0;
                    if (quarter_tick && scl_quarter == 2'b11) begin   
                        sda_oe <= ~address_byte[7];   
                    end
                end
                ACK_ADDR: begin
                    sda_oe <= 0;   
                    if (quarter_tick && scl_quarter == 2'b01) begin   
                        ack_received <= ~sda_in;   
                        if (sda_in) error <= 1;    
                    end
                end
                DATA: begin
                    if (rw_bit == 0) begin   
                        if (quarter_tick && scl_quarter == 2'b11) begin
                            sda_oe <= ~shift_reg_tx[7];   
                        end
                    end else begin   
                        sda_oe <= 0;   
                    end
                end
                ACK_DATA: begin
                    if (rw_bit == 0) begin   
                        sda_oe <= 0;
                    end else begin   
                        sda_oe <= 0;   
                    end
                end
                STOP: begin
                    if (quarter_tick) begin
                        case (scl_quarter)
                            2'b00: sda_oe <= 1;   
                            2'b01: sda_oe <= 1;   
                            2'b10: sda_oe <= 0;   
                            2'b11: begin
                                sda_oe <= 0;      
                                stop_condition_done <= 1;
                                transaction_done <= 1;
                            end
                        endcase
                    end
                end
            endcase
        end
    end
    assign sda = sda_oe ? 1'b0 : 1'bz;   
    assign sda_in = sda;                  
    always @(posedge clk) begin
        if (rst) begin
            rx_data <= 0;
        end else if (cur_state == ACK_DATA && rw_bit == 1) begin
            rx_data <= shift_reg_rx;   
        end
    end
endmodule
--- ./run.sh ---
#!/bin/bash
# OpenROAD 26Q1-2900-gdf79404cd8, Yosys 0.63+post, stock flow scripts
make -C /OpenROAD-flow-scripts/flow DESIGN_CONFIG=/design/flow/config.mk WORK_HOME=/design/flow/orfs finish
==> results.py <==
# Metrics from the implementation run
metrics = {
    "run_status": {
        "status": "finished clean",
    },
    "setup_path": {
        "worst_r2r_path_depth": 6,
        "crit_arrival_ns": 1.42,
        "worstPathRequired_ns": 1.52,
        "cp-start-kind": "register",
        "r2r_slack_ns": 0.38,
        "r2r-end": "cur_state[1]$_SDFFE_PP0P_",
        "crit_type": "register to output port",
        "r2r_start": "cur_state[1]$_SDFFE_PP0P_",
        "cp_max_fo": 5,
        "endpoint_kind": "output port",
    },
    "cells_and_area": {
        "layout-drive-gt1-share_pct": 14.7,
        "utilization_pct": 24.8,
        "flop_area_sq_um": 462,
        "fillers": 603,
        "final_area_sq_um": 1380,
        "mi_logic_area_sq_um": 659,
        "syn2layout_area_growth_pct": 14.0,
    },
    "global_route": {
        "grt_pass1_wl_mm": 3.60,
        "antenna_found_initial": 0,
        "grt_max_degree": 14,
        "gr-usage-all-layers_pct": 4.65,
        "gr-total-overflow": 0,
        "grt_pass1_vias": 813,
    },
    "place": {
        "detailed_place.area_sq_um": 1320,
        "io_buffers": 5,
        "place_congestion": 0.769,
        "dpl.hpwl_mm": 1.58,
    },
    "die": {
        "rows": 27,
        "io-pin-count": 31,
        "die_y_um": 96,
        "die_area_sq_um": 9220,
        "fp_util_pct": 21.8,
        "die_w_um": 96,
        "core_area_sq_um": 5540,
    },
    "clock_tree": {
        "clk_path_buf_depth": 2,
        "worstSkewPairLatency_ns": 0.26,
        "clk_pin_slew_ns": 0.08,
        "cts.sinks": 23,
        "cts_buffers": 3,
        "cts_hold_buf": 0,
        "ctsRootBufferMaster": "clkbuf_8",
        "cts_tree": "done",
        "htree_num_levels": 1,
    },
    "yosys": {
        "top_area_share_pct": 38.2,
        "ys_top_cells_by_area": "dfxtp_1 (38%), ha_1 (7.3%), nor2_1 (6.8%)",
        "yosys.stat.seqShare_pct": 38.2,
        "synth-area-yosys_sq_um": 1210,
        "yosysWarnings": 2,
        "syn_avg_cell_area_sq_um": 8.49,
        "ys_types": 37,
        "synth_cells": 142,
        "ys_cells": 142,
        "syn_area_sq_um": 1210,
        "yosys.area.top_type": "dfxtp_1",
        "ys_ff": 23,
    },
    "pwr": {
        "ir_drop_mv": 0.314,
        "power_density_nw_per_um2": 897,
        "p_leak_nw": 0.516,
    },
    "route": {
        "drt-total-wl_mm": 2.06,
        "ant_nets": 0,
        "via_per_inst": 3.93,
        "num_antenna_cells": 0,
        "avgRoutedWirePerCell_um": 9.29,
        "vias": 872,
        "drt_iter0_markers": 25,
        "drc": 0,
        "firstDrtPassIters": 4,
    },
    "worst_hold_path": {
        "hold_path_class": "register to register",
        "hold_start": "error$_SDFFE_PP0P_",
        "holdPathEnd": "error$_SDFFE_PP0P_",
        "whs_path_depth": 1,
    },
    "run": {
        "warning_count": 44,
        "cap_violations": 0,
    },
    "sta": {
        "hold_ws_ns": 0.462,
        "drv_slew": 0,
        "hold_violations": 0,
        "period_minus_slack_ns": 1.80,
        "finClkSkew_ns": 0.00741,
        "finalCritPeriodShare_pct": 94.7,
        "max_freq_mhz": 556,
        "tns_ns": 0,
        "setup_viol": 0,
        "rsz0062_at_grt": "false",
    },
}
## layout by cell type, fill, tap and decap left out, types with 2 or more instances in the layout
master and count:
nand2_1 14, nor2b_1 2, dfxtp_1 22, inv_1 8, xor2_1 2, or2_2 2, xnor2_1 5, nand2b_1 2
buf_4 5, a31oi_1 2, a21oi_1 7, conb_1 9, o21ai_0 2, nand3_1 7, nor2_1 22, clkbuf_8 3
nor3_1 4, clkdlybuf4s50_1 5, ha_1 7
## Yosys cell counts (all sizes together)
library cell / n
a22oi: 1
a211o: 1
or3b: 1
and2: 1
ha: 7
or2: 3
a21oi: 7
clkbuf: 1
nand3b: 1
inv: 8
o41ai: 1
a21o: 1
a31oi: 3
buf: 13
dfxtp: 23
conb: 1
and4bb: 1
nor2: 22
xor2: 2
nor3: 5
mux2: 1
nand2b: 2
nor2b: 2
nor4b: 1
o311a: 1
a41o: 1
nand3: 8
xnor2: 5
nand2: 15
and3: 1
o21ai: 2
## final cells by class
type,instances,area share [%]
Clock buffer,3,3.00
Clock inverter,1,0.364
Inverter,8,2.18
Multi-Input combinational cell,105,48.0
Sequential cell,23,33.6
Tap cell,72,6.55
Timing Repair Buffer,10,6.37
## power breakdown
part           switching, W  leakage, nW  total [W]  internal (W)
clock network      0.000152       0.0255   0.000298      0.000146
registers         0.0000345        0.187   0.000552      0.000517
logic              0.000209        0.304   0.000384      0.000175
total              0.000396        0.516    0.00123      0.000838
## critical path, stage by stage (launching register included)
cell             delay [ns]
dfxtp_2                0.36
nor3_4                 0.21
or2_2                  0.13
clkdlybuf4s50_1        0.45
## cells by family (layout without fill, tap and decap cells)
kind of cell | Yosys count | after routing | share of synthesized area (%)
xor+xnor | 7 | 7 | 5.08
flops | 23 | 23 | 38.2
buf+inv | 22 | 22 | 10.6
fa+ha+maj | 7 | 7 | 7.26
other cells | 1 | 9 | 0.311
simple gates | 63 | 63 | 26.0
mux | 1 | 1 | 0.934
compound gates | 18 | 18 | 11.6
## metal layers
metal,vias up,part of all wire [%],GRT usage [%]
met2,8,44,7.12
met4,0,1.2,0.614
met3,2,4.1,1.42
met5,-,0,0
met1,398,51,6.50
li1,464,-,-
## per-stage QoR
| step | setup WS, ns | cells | total power (W) |
|---|---|---|---|
| final | 0.101 | 222 | 0.00123 |
| after global routing | 0.0138 | 222 | 0.00133 |
| after CTS | 0.0147 | 222 | 0.00124 |
| after detailed placement | -0.0665 | 218 | 0.000931 |
| after global placement | -0.0779 | 218 | 0.000930 |
| after floorplan | 0.334 | 150 | 0.000835 |
## how the worst max path moves through the flow
stage	to	depth (start not counted)	start	slack, ns
CTS	scl	3	cur_state[0]$_SDFFE_PP0P_	0.01
global route	scl	3	cur_state[0]$_SDFFE_PP0P_	0.01
finish	scl	3	cur_state[0]$_SDFFE_PP0P_	0.10
## sequential cells by signal, summed over array words and instances (netlist names)
signal / cells
ack_received: 1
clk_counter: 8
quarter_tick: 1
error: 1
byte_complete: 1
start_condition_done: 1
bit_counter: 3
scl_quarter: 2
stop_condition_done: 1
cur_state: 3
sclk_internal: 1
## timing repair
item | 4_1_cts | 5_1_grt
gates resized | 1 | 2
setup endpoints to repair | 1 | 1
endpoints found under the hold margin | 0 | 0
buffers inserted | 0 | 0
Power is estimated from default activity; no workload was simulated.
